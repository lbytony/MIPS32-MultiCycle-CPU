==> flow/design.v <==
module GPR(clk, rst, GPRWr, rs, rt, rw, WD, RD1, RD2);
    input           clk, rst, GPRWr;
    input   [4:0]   rs, rt, rw;
    input   [31:0]  WD;
    output  [31:0]  RD1, RD2;
    reg     [31:0]  register[31:0];
    integer	i;
	initial	
	    begin
		    for (i = 0; i < 32; i = i + 1)
			    register[i] <= 32'b0;
	    end        
	always @(posedge clk or negedge rst)
	begin
        if (!rst)
            for (i = 0; i < 32; i = i + 1)
			    register[i] <= 32'b0;
        else if ((rw != 0) && (GPRWr == 1))
            register[rw] <= WD;
	end
    assign RD1 = (rs == 0)? 0: register[rs]; 
    assign RD2 = (rt == 0)? 0: register[rt];
endmodule
==> flow/run.sh <==
#!/bin/bash
# OpenROAD 26Q1-2900-gdf79404cd8, Yosys 0.63+post, stock flow scripts
make -C /OpenROAD-flow-scripts/flow DESIGN_CONFIG=/design/flow/config.mk WORK_HOME=/design/flow/orfs finish
==> flow/config.mk <==
export PLATFORM = sky130hd
export DESIGN_NAME = GPR
export DESIGN_NICKNAME = GPR
export VERILOG_FILES = /design/flow/design.v
export SDC_FILE = /design/flow/constraint.sdc
export NUM_CORES = 4
export LEC_CHECK = 1
export CORE_UTILIZATION = 50
==> flow/constraint.sdc <==
current_design GPR

set clk_period 6.5
set clk_io_pct 0.2

create_clock -name clk0 -period $clk_period [get_ports {clk}]

set non_clock_inputs [all_inputs -no_clocks]
set_input_delay [expr $clk_period * $clk_io_pct] -clock clk0 $non_clock_inputs
set_output_delay [expr $clk_period * $clk_io_pct] -clock clk0 [all_outputs]
==> flow_metrics.py <==
# Metrics from the implementation run
metrics = {
    "placement": {
        "pre_cts_ws_ps": 363,
        "portBuffers": 113,
        "place_congestion": 1.07,
        "place.detailed.hpwl_mm": 173,
    },
    "synth": {
        "synth_area_sq_um": 52000,
        "synth-edff-count": 0,
        "avgSynthCellArea_sq_um": 11.2,
        "numSynthFlops": 992,
        "synth_seq_share_pct": 47.7,
        "ff_type": "dfrtp_1",
        "yosys_warnings": 2,
        "ys_cells": 4657,
        "synth_cell_types": 81,
        "yosys_area_sq_um": 52000,
        "ys_async_sr_fraction_pct": 100,
        "syn_inst": 4657,
    },
    "hold_path": {
        "min-delay-path-class": "in -> async",
    },
    "clocking": {
        "numCtsBuffers": 108,
        "cts_max_level": 3,
        "cts_hold_buf": 0,
        "clkTransAtPathRegs_ps": 60,
        "clk_latency_ps": 730,
        "root_buffer": "clkbuf_16",
        "clock_sinks": 992,
        "cts_tree": "yes",
        "clockBufferDepth": 3,
        "cts_setup_buffers": 0,
        "cts_resized": 0,
    },
    "grt": {
        "grt_pass1_wl_mm": 382,
        "antenna_found_initial": 21,
        "grt_pass1_vias": 46797,
        "grt_max_degree": 118,
        "grt_usage_pct": 55.2,
        "globalRoute.totalOverflow": 0,
    },
    "sta": {
        "final.setup_skew_ps": 0,
        "hold_viol_final": 0,
        "worstMarginPinSlew_ps": 1250,
        "fin_ws_ps": 176,
        "finalClockPeriodUsage_pct": 97.3,
        "setup_viol": 0,
        "rsz0062_at_grt": "no",
        "relSlewSlack_pct": 16.7,
        "fmax_mhz": 158,
        "period_needed_ps": 6320,
        "fin_setup_tns_ps": 0,
        "slew_violations": 0,
    },
    "floorplan": {
        "num_rows": 117,
        "die-area_sq_um": 105000,
        "initCoreUtil_pct": 50.8,
        "die_x_microns": 325,
        "ios": 114,
        "dieHeight_microns": 325,
        "core_area_sq_um": 102000,
    },
    "detailed_routing": {
        "drt_drc_violations_left": 0,
        "ant_nets": 0,
        "drt_pass1_iterations": 9,
        "drt_iter0_markers": 6845,
        "routed_wl_mm": 279,
        "vias_per_cell": 7.74,
        "vias": 47755,
        "routedWlPerCell_microns": 45.2,
    },
    "cells_and_area": {
        "comb_area_sq_um": 25400,
        "fin_util_pct": 58.5,
        "nFillCells": 8523,
        "flop_area_sq_um": 24800,
        "largest_register_ffs": 992,
        "regMostFlops": "register",
        "top_regs": "register (992)",
        "area_growth_pct": 15.2,
        "drive_gt1_share_pct": 34.1,
    },
    "critical_path": {
        "required_ps": 5200,
        "worstSetupPathType": "in -> out",
        "critPathLaunchType": "input port",
        "path_max_fanout": 12,
        "critPathArrivalTime_ps": 5020,
        "end_kind": "primary output",
    },
    "power_and_ir_drop": {
        "power.leakage_nw": 25.7,
        "power_density_nw_per_um2": 304,
        "max-vdd-ir-drop_mv": 0.260,
    },
    "flow_run": {
        "drv_cap": 0,
        "warnings": 49,
    },
    "run_status": {
        "status": "finished clean",
    },
}
## routing by layer
layer	vias up	wire [microns]	share of wire [%]	track usage (%)
met5	-	160	0.057	0.498
li1	17972	-	-	-
met2	4419	110000	39	70.4
met3	1388	49100	18	35.6
met1	23960	96100	34	70.3
met4	16	23500	8.4	34.7
## placed cells by master, fill, tap and decap left out, types with 14 or more instances in the layout
master,instances
a2111oi_0,48
a21oi_1,74
a221o_1,20
a222oi_1,30
a22o_1,52
a22oi_1,351
a31oi_1,61
and2_1,17
and3_1,179
and4_1,56
buf_12,43
buf_4,272
bufinv_16,20
clkbuf_16,113
clkbuf_8,21
clkdlybuf4s50_1,105
clkinv_2,21
dfrtp_1,992
diode_2,28
mux2_2,991
nand2_1,54
nand3_1,662
nand4_1,201
nor2_1,14
nor2_2,18
nor2_4,34
nor3_1,14
nor4_1,45
o21ai_0,17
## cell type report
type | count | area share [%]
inverters | 6 | 0.0376
well taps | 1368 | 2.85
repair buffers | 426 | 6.66
multi-input cells | 3148 | 42.3
clock buffers | 147 | 5.28
flip-flops and latches | 992 | 41.4
diodes | 28 | 0.117
clock inverters | 52 | 1.32
## stage by stage
| step | power [mW] | hold WS (ps) | instances | cell area, sq um |
|---|---|---|---|---|
| 2_1_floorplan | 9.73 | 476 | 4657 | 52000 |
| 3_3_place_gp | 11.2 | 504 | 5940 | 55900 |
| 3_5_place_dp | 11.3 | 510 | 5940 | 55900 |
| 4_1_cts | 18.1 | 490 | 6139 | 59900 |
| 5_1_grt | 18.7 | 520 | 6142 | 59900 |
| 6_report | 18.2 | 475 | 6167 | 60000 |
## cell usage after synthesis, types with 5 or more instances
library cell / count / area, sq um
a2111oi_0: 48 / 420
a211oi_1: 5 / 37.5
a21oi_1: 74 / 370
a221o_1: 20 / 200
a221oi_1: 8 / 70.1
a222oi_1: 30 / 300
a22o_1: 52 / 455
a22oi_1: 351 / 2640
a31o_2: 10 / 87.6
a31oi_1: 61 / 382
a32oi_1: 5 / 43.8
and2_1: 22 / 138
and3_1: 182 / 1140
and3b_1: 9 / 78.8
and4_1: 56 / 490
buf_1: 75 / 282
buf_2: 185 / 926
buf_4: 15 / 113
buf_6: 7 / 78.8
clkbuf_1: 229 / 860
dfrtp_1: 992 / 24800
inv_1: 6 / 22.5
mux2_1: 11 / 124
mux2_2: 991 / 11200
mux2i_1: 10 / 100
nand2_1: 67 / 251
nand2b_1: 9 / 56.3
nand3_1: 664 / 3320
nand3b_1: 13 / 97.6
nand4_1: 201 / 1260
nand4b_1: 7 / 61.3
nor2_1: 49 / 184
nor2_2: 14 / 87.6
nor2b_1: 11 / 68.8
nor3_1: 19 / 95.1
nor3b_2: 5 / 62.6
nor4_1: 45 / 282
o21ai_0: 17 / 85.1
o31a_1: 12 / 105
## cell families after synthesis
group	Yosys count	share of synthesized area [%]
AND-OR/OR-AND	724	10.6
AND/OR/NAND/NOR	1412	15.5
buffers and inverters	517	4.38
multiplexers	1012	21.9
flip-flops	992	47.7
## critical path, stage by stage
cell and delay (ps):
clkdlybuf4s50_1 910, nor2b_4 320, and2_1 990, a22oi_1 150
and3_1 280, a31oi_1 490, clkdlybuf4s50_1 570
## where the power goes
part | total, mW | leakage [nW] | switching (mW) | internal, mW
sequential | 8.61 | 12.7 | 1.23 | 7.37
combinational | 2.72 | 11.1 | 1.36 | 1.36
clock | 6.91 | 1.94 | 2.72 | 4.19
## final timing paths
path                                  startpoint          endpoint  slack [ps]  cells past startpoint
worst max-delay path                       rt[3]           RD2[16]         180                      7
worst min-delay path                         rst  register[21][29]         470                      1
worst max register to register   register[5][25]   register[5][25]        5600                      1
worst min register to register  register[25][15]  register[25][15]         530                      1
max in group asynchronous                    rst  register[28][19]        4230                      3
min in group clk0               register[25][15]  register[25][15]         530                      1
No activity file was given, so power comes from the tool's default toggle rates.
