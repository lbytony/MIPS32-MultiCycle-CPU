==> design/flow/run.sh <==
#!/bin/bash
# OpenROAD 26Q1-2900-gdf79404cd8, Yosys 0.63+post, stock flow scripts
make -C /OpenROAD-flow-scripts/flow DESIGN_CONFIG=/design/flow/config.mk WORK_HOME=/design/flow/orfs finish
==> design/flow/config.mk <==
export PLATFORM = sky130hd
export DESIGN_NAME = ByteSrcmux
export DESIGN_NICKNAME = ByteSrcmux
export VERILOG_FILES = /design/flow/design.v
export SDC_FILE = /design/flow/constraint.sdc
export NUM_CORES = 4
export LEC_CHECK = 1
export CORE_AREA = 10 10 70 70
export DIE_AREA = 0 0 80 80
==> design/flow/constraint.sdc <==
current_design ByteSrcmux

set clk_period 1.0
set clk_io_pct 0.2

create_clock -name clk0 -period $clk_period

set non_clock_inputs [all_inputs -no_clocks]
set_input_delay [expr $clk_period * $clk_io_pct] -clock clk0 $non_clock_inputs
set_output_delay [expr $clk_period * $clk_io_pct] -clock clk0 [all_outputs]
==> design/flow/design.v <==
module GPRmux(rt, rd, GPRSel, rw);
  input [1:0] GPRSel;
  input [4:0] rt, rd;
  output reg [4:0] rw;
  always @(rt or rd or GPRSel)
  begin
    case(GPRSel)
      2'b00: rw = rt;
      2'b01: rw = rd;
      2'b10: rw = 31;
    endcase
  end
endmodule
module ALUmux(Bout, ext32, BSel, B);
  input BSel;
  input [31:0] Bout, ext32;
  output wire [31:0] B;
  assign B = (BSel)? ext32: Bout;
endmodule
module WDmux(ALURout,DRout,PC4,WDSel,busW);
  input   [31:0]  ALURout,DRout,PC4;
  input   [1:0]   WDSel;
  output reg [31:0]busW;
  always @(ALURout or DRout or PC4 or WDSel)
  begin
    case (WDSel)
      2'b00: busW = ALURout;
      2'b01: busW = DRout;
      2'b10: busW = PC4;
    endcase
  end
endmodule
module ByteSrcmux(data1, data2, sel, out);
  input   [31:0]  data1, data2;
  input           sel;
  output reg [31:0] out;
  always @(*)
  begin
    case (sel)
      1'b0: out = data1;
      1'b1: out = data2;
    endcase
  end
endmodule
module ex_lb(datain,sel, dataout);
input [31:0]datain;
output [31:0]dataout;
reg [31:0]dataout;
input [1:0]sel;
always@(*)
		case(sel)
		2'b00:
		begin
		if(datain[31]) dataout<={24'b111111111111111111111111,datain[7:0]};
		else dataout<={24'b000000000000000000000000,datain[7:0]}; 
		end
		2'b01:
		begin
		if(datain[31]) dataout<={24'b111111111111111111111111,datain[15:8]};
		else dataout<={24'b000000000000000000000000,datain[15:8]}; 
		end
		2'b10:
		begin
		if(datain[31]) dataout<={24'b111111111111111111111111,datain[23:16]};
		else dataout<={24'b000000000000000000000000,datain[23:16]}; 
		end
		2'b11:
		begin
		if(datain[31]) dataout<={24'b111111111111111111111111,datain[31:24]};
		else dataout<={24'b000000000000000000000000,datain[31:24]}; 
		end
		endcase
endmodule		
==> flow_metrics.env <==
# yosys + openroad results
export IMPL_drtPass1Iterations=2
export IMPL_grt_use_total_pct=7.87
export IMPL_cp_top_family="buffers and inverters"
export IMPL_worstPathArrival_ps=980
export IMPL_crit_top_cell="buf_12"
export IMPL_min_from="data1[24]"
export IMPL_synth_area_yosys_um2=544
export IMPL_drc_errors=0
export IMPL_ys_cells=36
export IMPL_grt_max_degree=8
export IMPL_grt_pass1_vias=824
export IMPL_period_needed_ps=1180
export IMPL_port_buffers=97
export IMPL_worst_ep_required_time_ps=800
export IMPL_final_hold_viol_count=0
export IMPL_outcome="finished with violations"
export IMPL_rsz0062_at_grt="yes"
export IMPL_synthDistinctLibCells=4
export IMPL_worst_setup_path_end_kind="output pin"
export IMPL_syn_inst=36
export IMPL_wirelength_um=2850
export IMPL_drive_above_1_share_pct=56.2
export IMPL_setup_slack_ps=-175
export IMPL_rows=21
export IMPL_holdPathEnd="out[24]"
export IMPL_warnings=34
export IMPL_placed_cell_area_um2=1540
export IMPL_final_core_util_pct=49.7
export IMPL_core_area_um2=3420
export IMPL_wl_per_cell_um=14.8
export IMPL_violations="setup timing"
export IMPL_drv_slew=0
export IMPL_avgSynthCellArea_um2=15.1
export IMPL_syn_to_final_growth_pct=212
export IMPL_antenna_found_initial=0
export IMPL_n_antenna_cell=0
export IMPL_synth_area_um2=544
export IMPL_yosysWarnings=1
export IMPL_grt_pass1_wl_um=4150
export IMPL_drt_iter0_drc=4
export IMPL_path_cells="buf_12 > buf_12 > buf_8 > mux2_4 > buf_6"
export IMPL_hpwl_um=2400
export IMPL_worst_pin_slew_ps=61.1
export IMPL_drt_antenna_violating_nets=0
export IMPL_slowest_delay_ps=300
export IMPL_slowest_stage="mux2_4"
export IMPL_fmax_ghz=0.851
export IMPL_postSynthSeqShare_pct=0
export IMPL_path_class="in2out"
export IMPL_nClkBuffers=0
export IMPL_grt_ovfl_total=0
export IMPL_vias=730
export IMPL_p_per_area_nw_per_um2=389
export IMPL_gp_congestion=0.760
export IMPL_crit_path_max_fanout=7
export IMPL_hold_depth=3
export IMPL_fp_utilization_pct=15.9
export IMPL_holdCritPathClass="in2out"
export IMPL_finalClockPeriodUsage_pct=118
export IMPL_critPathBufInv=4
export IMPL_via_per_inst=3.80
export IMPL_slew_limit_headroom_pct=95.9
export IMPL_ios=97
export IMPL_setup_viol=32
export IMPL_postLayoutCellArea_um2=1700
export IMPL_dieWidth_um=80
export IMPL_dieArea_um2=6400
export IMPL_peakVddDrop_v=0.000173
export IMPL_seq_cells=0
export IMPL_p_leak_nw=0.990
export IMPL_maxCapViolCount=0
export IMPL_seqCellArea_um2=0
export IMPL_start_kind="input pin"
export IMPL_die_y_um=80
==> metal layers <==
| layer | GRT usage (%) | up-vias | wire (um) | part of all wire (%) |
|---|---|---|---|---|
| li1 | - | 362 | - | - |
| met1 | 8.97 | 317 | 1140 | 40 |
| met2 | 14.3 | 51 | 1390 | 49 |
| met3 | 3.07 | 0 | 313 | 11 |
| met4 | 0 | 0 | 0 | 0 |
| met5 | 0 | - | 0 | 0 |
==> cells in the final DEF, fill, tap and decap left out, drive strengths merged <==
cell,count
dlygate4sd2,40
buf,50
clkdlybuf4s50,10
mux2,32
dlymetal6s2s,14
==> power by group <==
part	switching, mW	internal (mW)	leakage [nW]	total, mW
clock	0	0	0	0
combinational	0.141	0.519	0.990	0.660
sequential	0	0	0	0
total	0.141	0.519	0.990	0.660
==> stage by stage <==
| stage | total power [mW] | setup slack [ps] | hold slack [ps] | instances | TNS, ps |
|---|---|---|---|---|---|
| after CTS | 0.644 | -178 | 800 | 192 | -5200 |
| after detailed placement | 0.655 | -497 | 1330 | 177 | -15270 |
| after global placement | 0.654 | -492 | 1330 | 177 | -15250 |
| after floorplan | 0.206 | 66.9 | 498 | 36 | 0 |
| after global routing | 0.706 | -194 | 714 | 192 | -5620 |
| final | 0.660 | -175 | 694 | 192 | -5030 |
==> Yosys cell counts (all sizes together) <==
master  number  area share [%]
buf          4              13
mux2        32              87
==> what timing repair did <==
item | CTS | global route
setup buffers | 14 | 0
gates resized | 170 | 23
gates cloned | 1 | 0
hold buffers | 0 | 0
setup endpoints to repair | 32 | 32
==> worst max path at each step <==
stage	from	endpoint	slack, ps	depth (start not counted)
finish	sel	out[31]	-180	5
global route	sel	out[31]	-190	5
CTS	sel	out[0]	-180	5
==> kinds of logic (layout without fill, tap and decap cells) <==
group    count (synthesis)  in the layout  synth area share (%)
buf+inv                  4            114                  13.1
mux                     32             32                  86.9
==> worst min-delay path: stages <==
cell and delay, ps:
dlymetal6s2s_1 80, mux2_4 130, buf_2 80
==> cell type report <==
| cell class | count | area (um^2) |
|---|---|---|
| Tap cell | 46 | 57.6 |
| Timing Repair Buffer | 114 | 1160 |
| Fill cell | 327 | 1720 |
| Multi-Input combinational cell | 32 | 480 |
Power and IR drop assume default switching activity.
