File: /design/flow/run.sh
#!/bin/bash
# OpenROAD 26Q1-2900-gdf79404cd8, Yosys 0.63+post, stock flow scripts
make -C /OpenROAD-flow-scripts/flow DESIGN_CONFIG=/design/flow/config.mk WORK_HOME=/design/flow/orfs finish
File: /design/flow/config.mk
export PLATFORM = sky130hd
export DESIGN_NAME = NPC
export DESIGN_NICKNAME = NPC
export VERILOG_FILES = /design/flow/design.v
export SDC_FILE = /design/flow/constraint.sdc
export NUM_CORES = 4
export LEC_CHECK = 1
export CORE_UTILIZATION = 30
File: /design/flow/constraint.sdc
current_design NPC

set clk_period 13.4
set clk_io_pct 0.2

create_clock -name clk0 -period $clk_period

set non_clock_inputs [all_inputs -no_clocks]
set_input_delay [expr $clk_period * $clk_io_pct] -clock clk0 $non_clock_inputs
set_output_delay [expr $clk_period * $clk_io_pct] -clock clk0 [all_outputs]
File: /design/flow/design.v
module NPC(curPC, nPC_sel, zero, j, jr, j_imm26, imm16, Data, nPC, PC32);
    input [29:0] curPC;
    input nPC_sel, zero, j, jr;
    input [25:0] j_imm26;
    input [15:0] imm16;
    input [31:0] Data;
    output reg [29:0] nPC;
    output reg [31:0] PC32;
    always@(nPC_sel or zero or j or jr or j_imm26 or Data or imm16 or curPC)
    begin
        PC32 <= {curPC, 2'b00};
        if (nPC_sel && zero)
        begin
            nPC = {{14{imm16[15]}}, imm16} + curPC;
        end
        else if (j)
        begin
            nPC = {curPC[29:26], j_imm26};
        end
        else if (jr)
            nPC = Data[31:2];
        else
            nPC = curPC + 1;
    end
endmodule
==> impl_metrics.toml <==
# generated from flow reports
[routing]
post-route-drc-count = 0
drt_pass1_iterations = 4
antenna_left = 0
drt_iter0_drc = 114
routed_via_density = 5.16
drt_wl_total_um = 10700
vias = 3833
diodes = 0
wl_per_cell_um = 14.4

[setup_path]
start_kind = "input port"
path_cells = "clkdlybuf4s50_1 -> ha_1 -> fa_1 -> a211oi_1 -> o21bai_1 -> a21oi_2 -> o221ai_2 -> a211o_1 -> a211o_1 -> a21boi_1 -> a31oi_1 -> o21ai_1 -> clkdlybuf4s50_1"
critPathSlowestCell = "clkdlybuf4s50_1"
cp.arrival_ns = 6.57
path_max_fanout = 7
path_class = "input port to primary output"
cp_slowest_stage_delay_ns = 0.56
cp.required_ns = 10.72
worstSetupEndpointType = "primary output"

[cells_and_area]
regArea_um2 = 0
nClkBuffers = 0
syn_to_final_growth_pct = 46.2
drive_above_1_share_pct = 3.46
layout_top_cell = "clkdlybuf4s50_1"
seq_cells = 0
final_cell_mix = "164 x clkdlybuf4s50_1, 62 x a21oi_1, 54 x nor2_1"
fill_cells = 1047

[pwr]
cellPowerDensity_nw_per_um2 = 38.4
p_total_uw = 179
p_leak_uw = 0.00184
swShare_pct = 44.2
power.switching_uw = 79.1
intPower_uw = 99.9
peakVddDrop_uv = 15.8
p_comb_share_pct = 100.0
pwr-share-clk_pct = 0
p_seq_share_pct = 0

[timing]
relSlewSlack_pct = 45.1
period_used_pct = 69.0
drv_slew = 0
tightest_slew_ns = 0.822
finalSetupViolCount = 0
fmax_ghz = 0.108
fin_crit_ns = 9.25
rsz0062_at_grt = "false"
fin_tns_setup_ns = 0
hold_viol = 0

[job]
warnings = 34
max_cap_viol_count = 0

[logic_synthesis]
synth_top_area_share_pct = 11.8
yosys.stat.seqShare_pct = 0
synthCells = 498
synthesis.area_um2 = 3190
synth_area_per_cell_um2 = 6.40
synth_warnings = 1
top_cells_by_area = "ha_1 12%, a21oi_1 9.7%, buf_4 7.8%"
ys_cells = 498
yosys.area.top_type = "ha_1"
yosysUniqueCellTypes = 60
yosys_area_um2 = 3190

[place]
gp_congestion = 0.878
dp_hpwl_um = 8540
port_buffers = 166

[min_path]
min_from = "curPC[19]"
hold_depth = 2
hp-class = "input port to primary output"
min_to = "PC32[21]"

[clock_tree]
cts_resized = 0
cts_setup_buffers = 0
hold_buffers = 0

[floorplan]
fp.dieH_um = 105
num_rows = 37
core-area_um2 = 10300
ios = 170
initial_utilization_pct = 30.9
die_area_um2 = 11000
die_w_um = 105

[global_routing]
antenna_found_initial = 0
grt_pass1_vias = 3671
grt_pass1_wl_um = 17700
grt_usage_pct = 19.6
grt_max_degree = 58
grt-ovfl-total = 0

[outcome]
status = "finished clean"
==> critical path, delay by kind of cell <==
kind,cells,cell delay (ns)
compound gates,9,2.07
fa+ha+maj,2,0.72
buf+inv,2,1.09
==> power by group through the flow <==
stage     Combinational (uW)  Clock (uW)  Sequential, uW
4_1_cts                  180           0               0
5_1_grt                  199           0               0
6_report                 179           0               0
==> metrics by stage <==
stage / setup slack (ns) / util [%] / hold WS (ns) / instances / instance area [um^2]
after CTS: 4.18 / 45.2 / 6.28 / 743 / 4660
final: 4.15 / 45.2 / 6.27 / 743 / 4660
after floorplan: 5.72 / - / 5.43 / 499 / 3190
after detailed placement: 4.19 / 45.2 / 6.28 / 743 / 4660
after global routing: 3.87 / 45.2 / 6.31 / 743 / 4660
after global placement: 4.20 / 45.2 / 6.27 / 743 / 4660
==> metal layers <==
layer | track usage [%] | up-vias | part of all wire [%]
met5 | 0 | - | 0
met4 | 2.82 | 0 | 1.6
met3 | 1.97 | 12 | 5.0
met2 | 33.8 | 116 | 45
met1 | 26.9 | 1701 | 48
li1 | - | 2004 | -
==> synthesized netlist by cell type, drive strengths merged, types with 14 or more instances <==
cell type,count
a211oi,16
a21o,14
a21oi,63
and3,16
buf,38
clkbuf,23
ha,30
nand2,44
nand3,22
nor2,54
o21ai,35
xnor2,23
xor2,23
==> cell type report <==
class	instances	area (um^2)	area share, %
Multi-Input combinational cell	427	2780	59.6
Timing Repair Buffer	169	1670	35.9
Tap cell	136	170	3.65
Inverter	11	41.3	0.886
==> logic make-up after synthesis <==
family                     Yosys count  share of synthesized area, %
AOI/OAI and AO/OA                  169                          33.6
xor gates and xnor gates            46                          12.6
adders and majority gates           31                          12.4
buffers and inverters               72                          13.0
muxes                               11                          3.57
other                                1                         0.118
and+or+nand+nor                    168                          24.6
==> how the worst max path moves through the flow <==
stage / startpoint / end / slack, ns / cells past startpoint
final: curPC[0] / nPC[28] / 4.15 / 13
after global routing: curPC[0] / nPC[28] / 3.87 / 13
after CTS: curPC[0] / nPC[28] / 4.18 / 13
No activity file was given, so power comes from the tool's default toggle rates.
